==> flow/design.v <==
module adler32_acc (
  input         rst_n, clk,
  input  [ 7:0] data,
  output [31:0] checksum
);
  reg  [15:0] A, B;
  wire [15:0] modulo_add_A, modulo_add_B;
  assign checksum = { B, A };
  always @( posedge clk )
    if( !rst_n )
      A <= 1;
    else
      A <= modulo_add_A;
  always @( posedge clk )
    if( !rst_n )
      B <= 0;
    else
      B <= modulo_add_B;
  modulo_sum sum_A (
    A, {8'h00, data}, modulo_add_A );
  modulo_sum sum_B (
    B, modulo_add_A, modulo_add_B );
endmodule
module modulo_sum(
  input      [15:0] a, b,
  output reg [15:0] sum
);
  reg [16:0] tmp_sum;
  always @( a, b ) begin
    tmp_sum = a + b;
    if( tmp_sum >= 65521 )
      sum = tmp_sum - 65521;
    else
      sum = tmp_sum;
  end
endmodule
==> flow/run.sh <==
#!/bin/bash
# OpenROAD 26Q1-2900-gdf79404cd8, Yosys 0.63+post, stock flow scripts
make -C /OpenROAD-flow-scripts/flow DESIGN_CONFIG=/design/flow/config.mk WORK_HOME=/design/flow/orfs finish
==> flow/config.mk <==
export PLATFORM = sky130hd
export DESIGN_NAME = adler32_acc
export DESIGN_NICKNAME = adler32_acc
export VERILOG_FILES = /design/flow/design.v
export SDC_FILE = /design/flow/constraint.sdc
export NUM_CORES = 4
export LEC_CHECK = 1
export CORE_UTILIZATION = 50
==> flow/constraint.sdc <==
current_design adler32_acc

set clk_period 16.7
set clk_io_pct 0.2

create_clock -name clk0 -period $clk_period [get_ports {clk}]

set non_clock_inputs [all_inputs -no_clocks]
set_input_delay [expr $clk_period * $clk_io_pct] -clock clk0 $non_clock_inputs
set_output_delay [expr $clk_period * $clk_io_pct] -clock clk0 [all_outputs]
==> qor.csv <==
metric;value;unit
setup slack after layout;6.99;ns
register share after synthesis;0.199;
Final ANT Viol Nets;0;
leakage;1.59;nW
endpoints failing setup;0;
Finished Layout Cells;518;
Synth cell types;69;
FP Util;0.532;
Layout area overhead;17.5;%
die x size;82.3;um
Avg Cell Area, Syn;7.96;sq um
routed length per instance;15.3;um
CTS H-tree lvls;2;
grt met1 use;0.368;
Clock Tree Buf Depth;2;
YS chip area;3220;sq um
Setup Fix Bufs, Post-CTS;0;
EDFF count, synth;0;
number of diodes;0;
Max IR drop VDD;0.134;mV
Iter 0 DRT Violations;135;
# Cells Yosys;405;
Sw Pwr;0.381;mW
# clock sinks;32;
vias in the first global route;2699;
dominant logic cell type in the layout;clkdlybuf4s50_1;
gr busiest metal;met2;
GRT Total Usage;0.249;
register share of total power;0.150;
die area;6770;sq um
pwr dens;202;nW/um^2
number of synthesized register bits;32;
Cells after Synth;405;
crit-path max FO;8;
Logic pwr share;0.751;
fin crit period;9.71;ns
root buffer cell;clkbuf_8;
Die H;82.3;um
grt ovf;0;
share of layout cells above drive strength 1;0.0632;
grt met3 use;0.0279;
Mapped Area;3220;sq um
ys flop type;dfxtp_1;
vias per cell;5.92;
Core Footprint;6060;sq um
met2 Resource Use GR;0.403;
Critical Path AT;9.92;ns
WP data required;16.91;ns
Port Buffers;41;
RePlAce Congestion;0.886;
total wire length;7910;um
initial antenna violation count;0;
Switching Share;0.499;
fin crit share;0.581;
num ports;42;
number of hold buffers added after cts;0;
fmax;0.103;GHz
measured slew at the worst slew-check pin;0.668;ns
DP HPWL;6250;um
Synth Warn #;2;
Inst Count DP;510;
Final Max Tran Viols;0;
total CTS buffers;5;
type of origin of the critical path;input port;
TritonCTS clock tree;yes;
cts repair resizes;0;
most frequent cells in the layout;41 x clkdlybuf4s50_1, 40 x nor2_1, 34 x a21oi_1, 32 x dfxtp_1, 30 x ha_1;
clk latency late pin;0.29;ns
CP Capture Type;flip-flop;
global-route wire length before repair;12700;um
FP Rows;28;
Vias;3065;
max cap viols;0;
Setup CP Type;in -> reg;
Clock power frac;0.099;
largest net degree at the start of global routing;19;
max_slew headroom;0.552;
Clock Pin Slew Worst Setup and Hold Paths;0.07;ns
# DRC;0;
Placement Setup Slack;6.75;ns
tool warnings;30;
Design Power;0.764;mW
Final TNS setup;0;ns
Hold/Removal Path Class;reg -> reg;
Pre-antenna DRT Iters;4;
async set or reset register ratio after synthesis;0;
Pint;0.382;mW
Final Hold Violation Tally;0;
status;finished clean;
skew final;0.00688;ns
unrepaired setup endpoints after global routing;false;
-- per-stage QoR --
stage / cell area, sq um / utilization / hold WS, ns
floorplan: 3220 / - / 0.526
global placement: 3680 / 0.607 / 0.597
detailed placement: 3680 / 0.607 / 0.606
CTS: 3790 / 0.625 / 0.622
global route: 3790 / 0.625 / 0.683
finish: 3790 / 0.625 / 0.620
-- synth_stat cells, types with 4 or more instances --
master | n | area [sq um]
nor2_1 | 40 | 150
a21oi_1 | 34 | 170
dfxtp_1 | 32 | 641
ha_1 | 30 | 375
nand2_1 | 27 | 101
inv_1 | 17 | 63.8
nand3_1 | 17 | 85.1
o21ai_0 | 17 | 85.1
xnor2_1 | 15 | 131
xor2_1 | 15 | 131
a21o_1 | 12 | 90.1
nand4_1 | 9 | 56.3
and2_1 | 8 | 50.1
o31ai_1 | 8 | 60.1
and3_1 | 7 | 43.8
or3_1 | 7 | 43.8
clkbuf_1 | 6 | 22.5
a211oi_1 | 5 | 37.5
buf_2 | 5 | 25.0
mux2i_1 | 5 | 50.1
nand2b_1 | 5 | 31.3
nor3_1 | 5 | 25.0
o21a_1 | 5 | 37.5
o41ai_1 | 4 | 35.0
o41ai_2 | 4 | 65.1
-- worst paths after layout --
| check | endpoint | from | cells past startpoint | slack (ns) |
|---|---|---|---|---|
| worst min register to register | A[15]$_SDFF_PN0_ | A[15]$_SDFF_PN0_ | 2 | 0.62 |
| worst min-delay path | A[15]$_SDFF_PN0_ | A[15]$_SDFF_PN0_ | 2 | 0.62 |
| worst max-delay path | B[10]$_SDFF_PN0_ | data[0] | 23 | 6.99 |
| worst max register to register | B[10]$_SDFF_PN0_ | A[0]$_SDFF_PN1_ | 22 | 10.16 |
-- routing by layer --
layer | wire length, um | up-vias
met5 | 0 | -
li1 | - | 1600
met3 | 309 | 6
met4 | 83 | 0
met2 | 3530 | 66
met1 | 3980 | 1393
-- area by class of cell --
class / instances / area, sq um
inverter: 18 / 67.6
timing repair buffer: 42 / 418
sequential: 32 / 641
tap: 75 / 93.8
clock buffer: 6 / 72.6
clock inverter: 2 / 35.0
multi-input combinational: 343 / 2460
fill: 548 / 2270
-- kinds of logic after synthesis --
group | synth area share
DFF | 0.199
adders and majority gates | 0.129
and+or+nand+nor | 0.258
xor gates and xnor gates | 0.0815
AOI/OAI and AO/OA | 0.279
buffers and inverters | 0.0380
muxes | 0.0155
-- power by group through the flow --
| stage | registers (mW) | clock network [mW] | logic, mW |
|---|---|---|---|
| final | 0.114 | 0.0759 | 0.573 |
| after global routing | 0.117 | 0.0798 | 0.635 |
| after CTS | 0.114 | 0.0770 | 0.567 |
-- state kept, by name, indices dropped and copies added, names as in the netlist --
name and flops:
B 16, A 16
-- critical path: stages --
cell and delay, ns:
clkdlybuf4s50_1 0.41, ha_1 0.23, fa_1 0.42, a211oi_1 0.28
o21ai_0 0.19, a21oi_1 0.30, xor2_1 0.21, o31ai_1 0.34
nor2_1 0.17, o31ai_1 0.48, xnor2_1 0.22, ha_1 0.24
inv_1 0.06, fa_1 0.43, and3b_1 0.31, nor3_1 0.07
nor4bb_1 0.41, o311ai_1 0.23, nor4b_4 0.37, nand3_4 0.17
o41a_1 0.52, or3_1 0.37, a21oi_1 0.15
Power is estimated from default activity; no workload was simulated.
