## /design/flow/run.sh

```bash
#!/bin/bash
# OpenROAD 26Q1-2900-gdf79404cd8, Yosys 0.63+post, stock flow scripts
make -C /OpenROAD-flow-scripts/flow DESIGN_CONFIG=/design/flow/config.mk WORK_HOME=/design/flow/orfs finish
```

## /design/flow/config.mk

```make
export PLATFORM = sky130hd
export DESIGN_NAME = proj001
export DESIGN_NICKNAME = proj001
export VERILOG_FILES = /design/flow/design.v
export SDC_FILE = /design/flow/constraint.sdc
export NUM_CORES = 4
export LEC_CHECK = 1
export CORE_AREA = 10 10 100 100
export DIE_AREA = 0 0 110 110
```

## /design/flow/constraint.sdc

```tcl
current_design proj001

set clk_period 5.2
set clk_io_pct 0.2

create_clock -name clk0 -period $clk_period [get_ports {clock}]

set non_clock_inputs [all_inputs -no_clocks]
set_input_delay [expr $clk_period * $clk_io_pct] -clock clk0 $non_clock_inputs
set_output_delay [expr $clk_period * $clk_io_pct] -clock clk0 [all_outputs]
```

## /design/flow/design.v

```verilog
module dff (
  input rst_n, clock,
  input d,
  output reg q,
  output q_n
);
  always @(posedge clock )
    if( !rst_n )
      q <= 0;
    else
      q <= d;
  assign q_n = ~q;
endmodule
module dff_4bit (
  input rst_n, clock,
  input [3:0] D,
  output [3:0] Q
);
  wire [3:0] q_bar;
  dff U0 ( rst_n, clock, D[0], Q[0], q_bar[0] );
  dff U1 ( rst_n, clock, D[1], Q[1], q_bar[1] );
  dff U2 ( rst_n, clock, D[2], Q[2], q_bar[2] );
  dff U3 ( rst_n, clock, D[3], Q[3], q_bar[3] );
endmodule
module mux21 (
  input sel, in_0, in_1,
  output f
);
  assign f = sel ? in_1 : in_0;
endmodule
module mux21_4bit (
  input sel,
  input [3:0] in_0, in_1,
  output [3:0] f
);
  mux21 U0 ( sel, in_0[0], in_1[0], f[0] );
  mux21 U1 ( sel, in_0[1], in_1[1], f[1] );
  mux21 U2 ( sel, in_0[2], in_1[2], f[2] );
  mux21 U3 ( sel, in_0[3], in_1[3], f[3] );
endmodule
module bit_adder(
	input a, b, cin,
	output sum, cout
);
	assign cout = (cin & a) | (cin & b) | (a & b);
	assign sum = cin ^ a ^ b;
endmodule
module hw6_q1b (
	input [3:0] A,
	input [3:0] B,
	input [3:0] C,
	input [3:0] D,
	output [4:0] F
);
	wire [4:0] ApB, CpD;
	wire [3:0] ApBcout, CpDcout;
	bit_adder ApB0(.a(A[0]), .b(B[0]), .cin(1'b0), .sum(ApB[0]), .cout(ApBcout[0]));
	bit_adder ApB1(.a(A[1]), .b(B[1]), .cin(ApBcout[0]), .sum(ApB[1]), .cout(ApBcout[1]));
	bit_adder ApB2(.a(A[2]), .b(B[2]), .cin(ApBcout[1]), .sum(ApB[2]), .cout(ApBcout[2]));
	bit_adder ApB3(.a(A[3]), .b(B[3]), .cin(ApBcout[2]), .sum(ApB[3]), .cout(ApBcout[3]));
	assign ApB[4] = ApBcout[3];
	bit_adder CpD0(.a(C[0]), .b(D[0]), .cin(1'b0), .sum(CpD[0]), .cout(CpDcout[0]));
	bit_adder CpD1(.a(C[1]), .b(D[1]), .cin(CpDcout[0]), .sum(CpD[1]), .cout(CpDcout[1]));
	bit_adder CpD2(.a(C[2]), .b(D[2]), .cin(CpDcout[1]), .sum(CpD[2]), .cout(CpDcout[2]));
	bit_adder CpD3(.a(C[3]), .b(D[3]), .cin(CpDcout[2]), .sum(CpD[3]), .cout(CpDcout[3]));
	assign CpD[4] = CpDcout[3];
	wire [4:0] Fcout;
	bit_adder F0(.a(ApB[0]), .b(~CpD[0]), .cin(1'b1), .sum(F[0]), .cout(Fcout[0]));
	bit_adder F1(.a(ApB[1]), .b(~CpD[1]), .cin(Fcout[0]), .sum(F[1]), .cout(Fcout[1]));
	bit_adder F2(.a(ApB[2]), .b(~CpD[2]), .cin(Fcout[1]), .sum(F[2]), .cout(Fcout[2]));
	bit_adder F3(.a(ApB[3]), .b(~CpD[3]), .cin(Fcout[2]), .sum(F[3]), .cout(Fcout[3]));
	bit_adder F4(.a(ApB[4]), .b(~CpD[4]), .cin(Fcout[3]), .sum(F[4]), .cout(Fcout[4]));
endmodule
module proj001 (
	input rst_n, clock,
	input [3:0] d_in,
	input [1:0] op,
	input capture,
	output [4:0] result,
	output valid
);
	wire [3:0] dA, dB, dC, dD;
	wire	   vA, vB, vC, vD;
	wire rst_n_int;
	wire valid_pre;
	wire valid_delay;
	regV4 UA (
	.data_in(d_in), .capture({~op[1], ~op[0], capture}), .rst_n(rst_n_int), .clock(clock), .valid_out(vA), .data_out(dA));
	regV4 UB (
	.data_in(d_in), .capture({~op[1], op[0], capture}), .rst_n(rst_n_int), .clock(clock), .valid_out(vB), .data_out(dB));
	regV4 UC (
	.data_in(d_in), .capture({op[1], ~op[0], capture}), .rst_n(rst_n_int), .clock(clock), .valid_out(vC), .data_out(dC));
	regV4 UD (
	.data_in(d_in), .capture({op[1], op[0], capture}), .rst_n(rst_n_int), .clock(clock), .valid_out(vD), .data_out(dD));
	hw6_q1b Ucalc (
	.A(dA), .B(dB), .C(dC), .D(dD), .F(result));
	assign valid_pre = vA & vB & vC & vD;
	dff Uvdelay (
	.rst_n(rst_n_int), .clock(clock), .d(valid_pre), .q(valid_delay));
	assign rst_n_int = ~valid_delay & rst_n;
	assign valid = valid_delay;
endmodule
module regV4 (
	input [3:0] data_in,
	input [2:0] capture,
	input rst_n, clock,
	output valid_out,
	output [3:0] data_out
);
	wire [3:0] data_d;
	wire valid_d;
	wire cap_and;
	assign cap_and = capture[2] & capture[1] & capture[0];
	mux21_4bit Umux4 (
	.sel(cap_and), .in_0(data_out), .in_1(data_in), .f(data_d));
	dff_4bit Udff4 (
	.rst_n(rst_n), .clock(clock), .D(data_d), .Q(data_out));
	mux21 Umux1 (
	.sel(cap_and), .in_0(valid_out), .in_1(1'b1), .f(valid_d));
	dff Udff1 (
	.rst_n(rst_n), .clock(clock), .d(valid_d), .q(valid_out));
endmodule
```

==> impl_metrics.xml <==
<?xml version="1.0" encoding="UTF-8"?>
<metrics>
  <group name="outcome">
    <metric name="run_status" unit="">completed</metric>
  </group>
  <group name="routing">
    <metric name="insertedDiodeCount" unit="">0</metric>
    <metric name="postRouteWirelength" unit="mm">2.314</metric>
    <metric name="ant_nets" unit="">0</metric>
    <metric name="drt-vias-per-instance" unit="">3.372</metric>
    <metric name="route.detailed.drc" unit="">0</metric>
    <metric name="dr.pass1.iters" unit="">4</metric>
    <metric name="routedWlPerCell" unit="µm">10.76</metric>
    <metric name="dr.first_iter.drc_count" unit="">66</metric>
    <metric name="route.vias.total" unit="">725</metric>
  </group>
  <group name="clocking">
    <metric name="worst_setup_hold_path_clk_slew" unit="ns">0.07</metric>
    <metric name="cts_tree" unit="">done</metric>
    <metric name="gates_resized_cts_repair" unit="">0</metric>
    <metric name="cts-hold-fix-buffers" unit="">0</metric>
    <metric name="cts-root-buf" unit="">sky130_fd_sc_hd__clkbuf_8</metric>
    <metric name="cts_post_setup_buffers_inserted" unit="">0</metric>
    <metric name="cts_buffer_depth" unit="">2</metric>
    <metric name="cts-buffers-inserted" unit="">3</metric>
    <metric name="cts_htree_levels" unit="">1</metric>
    <metric name="clock_sinks" unit="">21</metric>
    <metric name="clock_latency" unit="ns">0.26</metric>
  </group>
  <group name="logic_synthesis">
    <metric name="synth.largest_area_cell" unit="">sky130_fd_sc_hd__dfxtp_1</metric>
    <metric name="synth_flop_count" unit="">21</metric>
    <metric name="largest_cells_by_area_after_synthesis" unit="">sky130_fd_sc_hd__dfxtp_1 37%, sky130_fd_sc_hd__fa_1 16%, sky130_fd_sc_hd__nand3b_1 14%, sky130_fd_sc_hd__mux2i_1 14%, sky130_fd_sc_hd__inv_1 3.9%</metric>
    <metric name="synth_warnings" unit="">1</metric>
    <metric name="fa_ha_maj_cells_area_fraction" unit="%">19.06</metric>
    <metric name="top_logic_kind" unit="">adder cells</metric>
    <metric name="synthXorXnorAreaFrac" unit="%">1.533</metric>
    <metric name="cell_area_after_technology_mapping" unit="µm²">1142</metric>
    <metric name="ys_sh_aoi" unit="%">1.752</metric>
    <metric name="synth.top_cell.area_share" unit="%">36.80</metric>
    <metric name="synth-simple-area-share" unit="%">18.18</metric>
    <metric name="ffs_w_async_s_r_synth" unit="%">0</metric>
    <metric name="synth-cells-yosys" unit="">104</metric>
    <metric name="mux_share" unit="%">14.02</metric>
    <metric name="yosys.stat.chipArea" unit="µm²">1142</metric>
    <metric name="post_synth_num_cell_types" unit="">18</metric>
    <metric name="enable_flop_cells" unit="">0</metric>
    <metric name="syn_avg_cell_area" unit="µm²">10.98</metric>
    <metric name="part_of_the_yosys_area_used_for_sequential_elements" unit="%">36.80</metric>
    <metric name="yosys.cell_count.top_type" unit="">sky130_fd_sc_hd__nand3b_1</metric>
    <metric name="cells_after_synth" unit="">104</metric>
    <metric name="synth-main-ff-cell" unit="">sky130_fd_sc_hd__dfxtp_1</metric>
    <metric name="ys_top_cells_by_count" unit="">22 x sky130_fd_sc_hd__nand3b_1, 21 x sky130_fd_sc_hd__dfxtp_1, 16 x sky130_fd_sc_hd__mux2i_1, 12 x sky130_fd_sc_hd__inv_1, 9 x sky130_fd_sc_hd__fa_1</metric>
  </group>
  <group name="placed_design">
    <metric name="detailed_place_hpwl" unit="mm">1.747</metric>
    <metric name="port-buffer-count" unit="">14</metric>
    <metric name="numPlacedInstances" unit="">211</metric>
    <metric name="preCtsSetupSlack" unit="ns">1.118</metric>
    <metric name="detailed_place.area" unit="µm²">1356</metric>
    <metric name="gp_congestion" unit="">0.8037</metric>
  </group>
  <group name="setup_path">
    <metric name="signal_arrival_time_at_the_worst_endpoint" unit="ns">3.27</metric>
    <metric name="timing.reg2reg.worst_path_depth" unit="">2</metric>
    <metric name="start_kind" unit="">register</metric>
    <metric name="critPathMaxFanout" unit="">2</metric>
    <metric name="timing.critical_path.required" unit="ns">4.16</metric>
    <metric name="worstSetupEndpointType" unit="">output pin</metric>
    <metric name="worstSetupPathType" unit="">reg2out</metric>
  </group>
  <group name="final_layout">
    <metric name="post-route-cell-area" unit="µm²">1401</metric>
    <metric name="final_cells" unit="">215</metric>
    <metric name="syn2layout_area_growth" unit="%">22.67</metric>
    <metric name="post_route_cells_drive_above_1_share" unit="%">3.540</metric>
    <metric name="final_core_occ" unit="%">17.95</metric>
    <metric name="logic_area" unit="µm²">623.1</metric>
    <metric name="register_area" unit="µm²">420.4</metric>
    <metric name="fill_cells" unit="">866</metric>
  </group>
  <group name="job">
    <metric name="warning_count" unit="">25</metric>
    <metric name="drv_cap" unit="">0</metric>
  </group>
  <group name="pwr">
    <metric name="power_per_cell_area" unit="nW/µm²">237.6</metric>
    <metric name="irDropWorstVdd" unit="µV">94.97</metric>
    <metric name="p_leak" unit="nW">0.5845</metric>
  </group>
  <group name="final_timing">
    <metric name="grt_setup_unrepaired" unit="">no</metric>
    <metric name="period_used_share" unit="%">82.91</metric>
    <metric name="tns" unit="ns">0</metric>
    <metric name="worst_pin_slew" unit="ns">0.7646</metric>
    <metric name="finalMaxSlewViolations" unit="">0</metric>
    <metric name="hold_viol_final" unit="">0</metric>
    <metric name="worst_slew_margin_rel" unit="%">48.87</metric>
    <metric name="skew" unit="ns">0.004130</metric>
    <metric name="final_period_minus_worst_setup_slack" unit="ns">4.311</metric>
    <metric name="setup-violations-final" unit="">0</metric>
    <metric name="fin_ws" unit="ns">0.8886</metric>
    <metric name="max_clock_freq" unit="GHz">0.2319</metric>
  </group>
  <group name="die">
    <metric name="die_area" unit="µm²">12100</metric>
    <metric name="top_level_ports" unit="">15</metric>
    <metric name="row_count" unit="">32</metric>
    <metric name="die_w" unit="µm">110</metric>
    <metric name="core_util_floorplan" unit="%">14.63</metric>
    <metric name="core_area" unit="µm²">7807</metric>
    <metric name="chipHeight" unit="µm">110</metric>
  </group>
  <group name="grt">
    <metric name="grt_pass1_wl" unit="mm">3.919</metric>
    <metric name="globalRoute.totalOverflow" unit="">0</metric>
    <metric name="grt_pass1_vias" unit="">778</metric>
    <metric name="grt_max_degree" unit="">23</metric>
    <metric name="initial_antenna_violation_count" unit="">0</metric>
    <metric name="grtUsageTotal" unit="%">4.086</metric>
  </group>
  <group name="hold_path">
    <metric name="holdCritPathClass" unit="">reg2reg</metric>
    <metric name="hold-path-cell-count" unit="">2</metric>
  </group>
</metrics>
-- cells in the final DEF (no fill, tap or decap), types with 3 or more instances in the layout --
| cell type | count |
|---|---|
| sky130_fd_sc_hd__inv_1 | 12 |
| sky130_fd_sc_hd__a21oi_1 | 4 |
| sky130_fd_sc_hd__nand3b_1 | 22 |
| sky130_fd_sc_hd__clkdlybuf4s50_1 | 14 |
| sky130_fd_sc_hd__fa_1 | 9 |
| sky130_fd_sc_hd__mux2i_1 | 16 |
| sky130_fd_sc_hd__clkbuf_8 | 3 |
| sky130_fd_sc_hd__dfxtp_1 | 21 |
| sky130_fd_sc_hd__ha_1 | 3 |
-- sequential cells by signal, indices dropped and copies added (netlist names) --
signal / count
UC.Udff4.U1.q: 1
UB.Udff4.U2.q: 1
UA.Udff1.q: 1
UD.Udff4.U1.q: 1
UC.Udff4.U0.q: 1
Uvdelay.q: 1
UD.Udff4.U0.q: 1
UC.Udff4.U3.q: 1
UD.Udff1.q: 1
UA.Udff4.U2.q: 1
UD.Udff4.U3.q: 1
UB.Udff4.U3.q: 1
UB.Udff4.U0.q: 1
UC.Udff1.q: 1
UA.Udff4.U0.q: 1
UC.Udff4.U2.q: 1
UB.Udff4.U1.q: 1
UB.Udff1.q: 1
UA.Udff4.U1.q: 1
UD.Udff4.U2.q: 1
UA.Udff4.U3.q: 1
-- routing by layer --
layer | vias to the layer above | wire length [µm] | track usage (%)
li1 | 363 | - | -
met1 | 343 | 1038 | 5.133
met2 | 17 | 1128 | 6.901
met3 | 2 | 137 | 1.293
met4 | 0 | 10 | 0.5576
met5 | - | 0 | 0
-- power by group --
group	leakage, nW	switching, W	total [W]	internal, W
Combinational	0.391	0.0000236	0.0000583	0.0000347
Clock	0.0228	0.0000493	0.000104	0.0000545
Sequential	0.171	0.00000412	0.000171	0.000167
Total	0.584	0.0000770	0.000333	0.000256
-- logic make-up (layout without fill, tap and decap cells) --
family,count (synthesis),in the layout
adders and majority gates,12,12
muxes,16,16
buffers and inverters,21,30
and+or+nand+nor,28,28
DFF,21,21
xor gates and xnor gates,2,2
AOI/OAI and AO/OA,4,4
-- final cells by class --
class | count | share of cell area, %
flip-flops and latches | 21 | 30.00
inverters | 12 | 3.214
well taps | 102 | 9.107
multi-input cells | 62 | 44.46
clock buffers | 4 | 3.214
repair buffers | 14 | 10.00
-- stage by stage --
stage          total power (W)  hold slack [ns]
2_1_floorplan        0.0002128           0.4249
3_3_place_gp         0.0002351           0.4358
3_5_place_dp         0.0002352           0.4370
4_1_cts              0.0003386           0.4521
5_1_grt              0.0003556           0.4725
6_report             0.0003329           0.4489
-- final timing paths --
check	startpoint	slack (ns)	end
worst max register to register	Uvdelay.q	4.02	UA.Udff4.U3.q
worst min register to register	UC.Udff1.q	0.45	UC.Udff1.q
worst min-delay path	UC.Udff1.q	0.45	UC.Udff1.q
worst max-delay path	UC.Udff4.U0.q	0.89	result[4]
-- critical path: stages (launching register included) --
cell and delay, ns:
sky130_fd_sc_hd__dfxtp_1 0.32, sky130_fd_sc_hd__ha_1 0.20, sky130_fd_sc_hd__fa_1 0.39, sky130_fd_sc_hd__fa_1 0.41
sky130_fd_sc_hd__fa_1 0.49, sky130_fd_sc_hd__inv_1 0.04, sky130_fd_sc_hd__fa_1 0.36, sky130_fd_sc_hd__xor2_1 0.19
sky130_fd_sc_hd__xnor2_1 0.13, sky130_fd_sc_hd__clkdlybuf4s50_1 0.48
Power is estimated from default activity; no workload was simulated.
