### ./config.mk
export PLATFORM = sky130hd
export DESIGN_NAME = size_count
export DESIGN_NICKNAME = size_count
export VERILOG_FILES = /design/flow/design.v
export SDC_FILE = /design/flow/constraint.sdc
export NUM_CORES = 4
export LEC_CHECK = 1
export CORE_UTILIZATION = 40
### ./constraint.sdc
current_design size_count

set clk_period 7.1
set clk_io_pct 0.2

create_clock -name clk0 -period $clk_period [get_ports {clock}]

set non_clock_inputs [all_inputs -no_clocks]
set_input_delay [expr $clk_period * $clk_io_pct] -clock clk0 $non_clock_inputs
set_output_delay [expr $clk_period * $clk_io_pct] -clock clk0 [all_outputs]
### ./design.v
module size_count(
	input rst_n,
	input clock,
	input [31:0] size,
	input size_valid,
	input data_start,
	output reg last
);
reg flag;
reg[31:0] counter, capt;
always @ ( posedge clock ) begin
	if ( !rst_n ) begin
		last <= 1'b0;
		counter <= 6'b0;
	end
	else begin
		if (size_valid) begin
			capt[31:0] <= size[31:0];
		end
		if (data_start) begin
			flag <= 1'b1;
		end
		if (flag) begin		
			if (counter[31:0] < capt[31:0]) begin
				counter[31:0] = counter[31:0] + 1;
			end
		end
		if (counter[31:0] == capt[31:0]) begin
			last <= 1'b1;
			flag <= 1'b0;
		end
	end
end
endmodule
### ./run.sh
#!/bin/bash
# OpenROAD 26Q1-2900-gdf79404cd8, Yosys 0.63+post, stock flow scripts
make -C /OpenROAD-flow-scripts/flow DESIGN_CONFIG=/design/flow/config.mk WORK_HOME=/design/flow/orfs finish
==> Changelog: implementation <==
## Flow update

- Status: completed
- Crit-path leading delay family: AND-OR/OR-AND gates
- Worst Setup End Kind: flop
- Adder share: ~8%
- VDD IR max: 0.000152 V
- Dominant register cell: edfxtp_1
- Final Wtd Congestion: around 0.99
- Post-synthesis sequential area ratio: roughly a third
- Netlist Area Pre-Place: just under 5000 um^2
- Residual DRC count: 0
- Worst hold stages: 2
- Antenna Cells: 0
- Vertical die size: between 100 and 150 um
- Final cell count without fillers: approximately 700
- PortBufs: 36
- Post-synth cell types: 76
- Min Tclk post-route: ~4600 ps
- DRT antenna net count: 0
- Final setup viols: 0
- CTS max path bufs: 2
- Number of enable flip-flop cells: 33
- Initial Util: between 40 and 50%
- TritonRoute pass-1 iters: 5
- Vias/cell: between 6 and 7
- Comb pwr share: about a tenth
- Post-DP HPWL: 12300 um
- Req. time, crit path: a little over 7000 ps
- Critical Path Max Stage Delay: 900 ps
- Core area: 12000 um^2
- Total leakage power: roughly 2.2 nW
- Synth warn: 1
- Measured slew at the worst slew-check pin: around 1000 ps
- Root Buffer: clkbuf_16
- Sequential Power Share: ~43%
- Slowest-stage cell, CP: a211oi_2
- Worst Skew: ~6.4 ps
- Cycle use final: roughly 65%
- Clock power frac: 46.9%
- Die X: around 110 um
- IO Pins: 37
- Final Hold Viols: 0
- Routed len/inst: 22.4 um
- Setup ws final: ~2500 ps
- R2R Setup Slk: ~2500 ps
- Worst-Skew Late Latency: approximately 350 ps
- Area delta synth->final: 15.9%
- DP Cell Count: 700
- Worst path depth: 11
- Buf/Inv on CP: 0
- Synthesized registers: 66
- Largest net degree at the start of global routing: 37
- First-pass GRT wire length: roughly 25000 um
- Yosys stat area: 4940 um^2
- Unrepaired setup endpoints after global routing: false
- Pwr dens: between 150 and 200 nW/um^2
- Area leader, netlist: edfxtp_1
- Place WS: around 2500 ps
- Number of setup buffers added after CTS: 0
- Synth logic family: simple AND/OR/NAND/NOR gates
- Internal Power: 0.766 mW
- Final core occ: 47.7%
- Max Fclk: 216 MHz
- Setup_tns: 0 ps
- XOR-XNOR Cells, Area Fraction: roughly 10%
- Rel. slew slack: between 30% and 40%
- Total Routing Usage GR: between 20 and 30%
- Remaining Overflow, GRT: 0
- Max Cap Viol: 0
- Worst setup SP type: flop
- Reg2Reg Depth: 11
- Cells along the critical path: ha_1 -> a21o_1 -> a221oi_2 -> o21a_2 -> o21ai_4 -> a211oi_2 -> nand2_1 -> xnor2_1 -> a221o_1 -> or4_1 -> o41ai_1
- Worst Path Max Fanout: 18
- Initial antenna violation count: 0
- Ao+oa area frac: between 15 and 20%
- DRT Wirelength: around 16000 um
- PostCTS Resize Cnt: 0
- OpenROAD warning count: 25
- Post-Synthesis Cells: 534
- Dominant cell area share: between 20% and 30%
- Final Slew Violations: 0
- DR iter-0 viols: ~360
- Fillers: approximately 1200
- CTS tree: built
- Net load switching power: about 0.24 mW
- Vias in the first global route: 4181
- Mux cell area share after synthesis: less than 1%
- Hold buffers post-CTS: 0
- # Cells Yosys: around 530
- Pwr Total: around 1.0 mW
- TritonCTS buffer count: 9
- Worst hold path class: flop to flop
- Syn avg cell area: just over 9 um^2
- Area of the die: ~13000 um^2
- Via count: 4301
- Worst setup path class: flop to flop
- Synth async-reset ratio: 0%
- Crit path arrival time: between 4000 and 5000 ps
- Worst-path clk slew: approximately 60 ps
- Yosys simple share: between 20% and 30%
- Net Sw Frac: about a quarter
- Top cells by area: edfxtp_1 (20%), dfxtp_1 (13%), ha_1 (8.1%), xnor2_1 (7.8%), and2_1 (3.4%)
- Clock Sinks: 66
- Std cell rows: about 40
- H-tree depth: 3
- Layout cells sized above 1: ~8%
==> power by group through the flow <==
stage	Combinational, mW	Clock, mW	Sequential, mW
after CTS	0.104	0.482	0.431
after global routing	0.113	0.497	0.433
final	0.103	0.472	0.431
==> Yosys cell counts (9+ instances only) <==
| master | instances |
|---|---|
| nor2_1 | 21 |
| dfxtp_1 | 33 |
| nor2b_1 | 9 |
| and2_1 | 27 |
| xnor2_1 | 44 |
| nand4_1 | 17 |
| nand3_1 | 26 |
| a31oi_1 | 12 |
| clkbuf_1 | 10 |
| edfxtp_1 | 33 |
| nor3_1 | 11 |
| buf_2 | 11 |
| inv_1 | 36 |
| xor2_1 | 14 |
| o21ai_0 | 10 |
| nand2_1 | 34 |
| and3_1 | 18 |
| a21oi_1 | 20 |
| ha_1 | 32 |
==> cell usage in the layout (no fill, tap or decap), types with 5 or more instances in the layout <==
cell	n
nand2_1	34
a211o_1	5
edfxtp_1	33
nor2b_1	9
nor4_1	8
a31oi_1	12
and4_1	5
and3_1	18
xnor2_1	44
nand2b_1	5
and2_1	27
o21ai_0	10
a2111oi_0	7
buf_4	8
a211oi_1	8
nor2_1	21
clkdlybuf4s50_1	36
nor3_1	11
inv_1	36
a21oi_1	20
nand3_1	26
clkbuf_16	9
dfxtp_1	33
nand4_1	17
xor2_1	14
ha_1	32
==> state kept, by name, indices dropped and copies added, names as in the netlist <==
signal	count
last	1
counter	32
flag	1
capt	32
==> cells by family (layout without fill, tap and decap cells) <==
logic type,after synthesis,in the layout
AND/OR/NAND/NOR,206,206
flip-flops,66,66
XOR/XNOR,58,58
AND-OR/OR-AND,107,107
adder cells (fa/ha/maj),32,32
multiplexers,4,4
buffers and inverters,61,96
==> metrics by stage <==
step | instance area [um^2] | hold slack (ps)
floorplan | 4940 | 396
global placement | 5420 | 478
detailed placement | 5420 | 468
CTS | 5720 | 482
global route | 5720 | 490
finish | 5720 | 480
==> path summary, 6_finish.rpt <==
| kind | startpoint | end |
|---|---|---|
| setup / recovery | counter[6]$_SDFF_PN0_ | flag$_SDFFCE_PN0P_ |
| hold / removal | last$_SDFFE_PN0N_ | last$_SDFFE_PN0N_ |
| setup reg to reg | counter[6]$_SDFF_PN0_ | flag$_SDFFCE_PN0P_ |
| hold reg to reg | last$_SDFFE_PN0N_ | last$_SDFFE_PN0N_ |
==> final cells by class <==
| type | count | area, um^2 | share of cell area (%) |
|---|---|---|---|
| clock buffer | 14 | 274 | 4.79 |
| clock inverter | 2 | 35.0 | 0.612 |
| inverter | 36 | 135 | 2.36 |
| multi-input combinational | 407 | 3020 | 52.8 |
| sequential | 66 | 1650 | 28.9 |
| tap | 147 | 184 | 3.21 |
| timing repair buffer | 44 | 420 | 7.34 |
==> tightest hold or removal path, delay by kind of cell, from the launching register on <==
kind	cells	cell delay [ps]
compound gates	1	60
flops	1	320
simple gates	1	60
==> metal layers <==
metal | global-route usage (%) | share of wire (%)
met1 | 41.1 | 46
met2 | 40.5 | 45
met3 | 6.28 | 6.5
met4 | 6.23 | 2.7
met5 | 0 | 0
Power is estimated from default activity; no workload was simulated.
